[flow/run.sh]
#!/bin/bash
# OpenROAD 26Q1-2900-gdf79404cd8, Yosys 0.63+post, stock flow scripts
make -C /OpenROAD-flow-scripts/flow DESIGN_CONFIG=/design/flow/config.mk WORK_HOME=/design/flow/orfs finish
[flow/config.mk]
export PLATFORM = sky130hd
export DESIGN_NAME = square
export DESIGN_NICKNAME = square
export VERILOG_FILES = /design/flow/design.v
export SDC_FILE = /design/flow/constraint.sdc
export NUM_CORES = 4
export LEC_CHECK = 1
export CORE_UTILIZATION = 40
[flow/constraint.sdc]
current_design square

set clk_period 3.0
set clk_io_pct 0.2

create_clock -name clk0 -period $clk_period [get_ports {CLK_DRAW}]
create_clock -name clk1 -period $clk_period [get_ports {CLK_MOVE}]

set non_clock_inputs [all_inputs -no_clocks]
set_input_delay [expr $clk_period * $clk_io_pct] -clock clk0 $non_clock_inputs
set_output_delay [expr $clk_period * $clk_io_pct] -clock clk0 [all_outputs]
[flow/design.v]
`timescale 1ns / 1ps
module square(
	input CLK_DRAW,
	input CLK_MOVE,
	input [9:0] x,
   input [9:0] y,
	output reg [4:0] RED,
   output reg [5:0] GREEN,
   output reg [4:0] BLUE
    );
	 parameter XDIMENSIONS = 50;
	 parameter YDIMENSIONS = 50;
	 parameter COLOR = 0;
	 parameter XINIT = 1;
	 parameter YINIT = 1;
	 parameter FASTER = 1;
	 reg [9:0]x_pos ;	
    initial begin
	   x_pos = XINIT;
   end
	 reg [9:0]y_pos;
   initial begin
	   y_pos = YINIT;
   end
	 reg x_address = 0;
	 reg y_address =0 ;
always @(posedge CLK_MOVE)
begin
 if (x_address == 0 )
  begin
	x_pos <= x_pos+FASTER;
  end
 else
  begin
   x_pos <= x_pos-FASTER;
  end
 if (y_address == 0)
 begin
   y_pos <= y_pos + FASTER ;
 end
 else
  begin
   y_pos <= y_pos -FASTER;
  end
end
always @(posedge CLK_MOVE)
begin
  if ((x_pos+XDIMENSIONS) > 640 )
  begin
	x_address <= 1;
  end
  if (x_pos <= FASTER)
  begin
   x_address <= 0;
  end
  if ((y_pos+YDIMENSIONS)  > 480)
  begin
  y_address<=1;
  end
  if (y_pos <= FASTER)
  begin
  y_address <= 0;
  end
end
always @(posedge CLK_DRAW)
begin
if (x > x_pos & x < (x_pos+XDIMENSIONS) & y> y_pos & y < (y_pos + YDIMENSIONS) )
begin
if (COLOR == 0)
begin
  RED <= 24;
  GREEN <=0;
  BLUE <=0;
end
if (COLOR ==1)
begin
RED <= 0;
  GREEN <=31;
  BLUE <=0;
end
if (COLOR ==2)
begin
  RED <= 0;
  GREEN <=0;
  BLUE <=63;
end
end
else
begin
RED <=0;
GREEN <=0;
BLUE<=0;
end
end
endmodule
==> out/summary.txt <==
RSZ-0062 raised after global routing - no
H-tree levels - 1
last element of the critical path - RED[3]
Setup Viol. Count Final - 0
Hold Vio Cnt, Final - 0
initial drt markers - 82
GRT overflow - 0
Critical path origin - x_pos[1]
clock-pin slew on the worst setup and hold paths - 0.08 ns
worst r2r dst - RED[3]
Detail Placement HPWL - 4200 µm
Hold Buf Count CTS - 0
normalized max-slew margin - 65.0%
DRC errors left - 0
# IOs - 38
CP cell instances - inv_1 > ha_1 > inv_1 > ha_1 > or3b_2 > a21oi_1 > o22ai_1 > o211ai_1 > a211oi_1
largest net degree at the start of global routing - 14
sequential share of the synthesized area - 17.8%
Startpoint Class - flip-flop
Die W - 82.5 µm
YS chip area - 2590 µm²
RR Startpoint - x_pos[1]
initial antenna violation count - 0
vias per inst - 5.10
via count - 2019
FP Rows - 28
dominant logic cell type in the layout - ha_1
Final Power - 0.551 mW
post-route ant nets - 0
Die H - 82.5 µm
Clock Path Buffers - 2
Fin Clk Skew - 0.00180 ns
Slew @ Worst Pin - 0.520 ns
Critical Path AT - 2.56 ns
Worst VDD drop - 107 µV
layout cells sized above 1 - 4.05%
Cell Type Count - 55
type of destination of the critical path - flip-flop
fin util - 45.8%
Async SR Flop Fraction - 0%
fillcell total - 593
Synth flops - 23
total negative slack - 0 ns
all-layer global routing usage - 16.3%
number of enable flip-flop cells - 0
CTS tree - yes
OpenROAD warning count - 39
# Cells Yosys - 313
Top Layout Cells - ha_1, inv_1, xnor2_1
status - complete, no violations
chip area - 6800 µm²
crit path max-delay cell type - dfxtp_1
CTS-repair resized insts - 0
power per cell area - 197 nW/µm²
CTS Buf Count - 3
Cell Area, Synth - 2590 µm²
CTS Root Cell - clkbuf_8
final RePlAce weighted congestion - 0.895
Total Wirelength - 5050 µm
Port Buffers - 22
DRT Pass-1 Iters - 5
final setup margin - 0.315 ns
Floorplan Core Area - 6100 µm²
slowest stage delay, CP - 0.48 ns
Antenna diodes - 0
FF-to-FF setup slack - 0.32 ns
per-cell routed wire length - 12.8 µm
Pre-Place Util - 42.5%
post-CTS setup buffers - 0
critical-path maximum fanout - 7
hold path cells - 1
warning count from the yosys run - 1
first-pass GRT wire length - 8450 µm
WHS - 0.468 ns
MaxCap Viol Count - 0
class of the most critical setup path - reg -> reg
vias in the first global route - 1803
area delta synth->final - 7.87%
LEAKAGE - 1.07 nW
Worst Reg-to-Reg Cells - 9
most used flip-flop cell - dfxtp_1
Post-Synthesis Cells - 313
fin. max-slew vios - 0
Worst Hold Class - reg -> reg
post-place setup slack - 0.465 ns
Syn Area/Cell - 8.27 µm²
required time of the critical path - 2.87 ns
cell families (layout without fill, tap and decap cells):
group / Yosys count / in the layout / share of synthesized area [%]
simple gates: 81 / 81 / 16.0
compound gates: 63 / 63 / 17.6
buf+inv: 60 / 55 / 12.1
fa+ha+maj: 50 / 50 / 24.2
xor+xnor: 32 / 32 / 10.8
flops: 23 / 23 / 17.8
mux: 3 / 3 / 1.35
other cells: 1 / 14 / 0.145
layer usage:
metal	part of all wire, %	global-route usage, %	wire length, µm
met1	57	27.8	2900
met2	38	22.9	1910
met3	4.1	1.45	209
met5	0	0	0
met4	0.67	1.23	34
state kept, by name, summed over array words and instances, names as in the netlist:
| signal | cells |
|---|---|
| RED | 1 |
| y_pos | 10 |
| x_pos | 10 |
| x_address | 1 |
| y_address | 1 |
worst min path at each step:
| stage | start | end | slack, ns |
|---|---|---|---|
| global route | y_pos[0] | y_pos[0] | 0.49 |
| finish | y_pos[0] | y_pos[0] | 0.47 |
| CTS | y_pos[0] | y_pos[0] | 0.48 |
metrics by stage:
| step | cell area, µm² | instances |
|---|---|---|
| global route | 2790 | 396 |
| finish | 2790 | 396 |
| detailed placement | 2750 | 393 |
| CTS | 2790 | 396 |
| floorplan | 2640 | 326 |
| global placement | 2750 | 393 |
critical path: cells and delay by family, from the launching register on:
kind                     cells  cell delay [ns]
AND-OR/OR-AND                4             0.57
adder cells (fa/ha/maj)      2             0.61
buffers and inverters        2             0.21
AND/OR/NAND/NOR              1             0.44
flip-flops                   1             0.48
cell type report:
| type | instances | area [µm²] | area share (%) |
|---|---|---|---|
| tap | 75 | 93.8 | 3.36 |
| inverter | 30 | 113 | 4.03 |
| multi-input combinational | 243 | 1870 | 66.8 |
| sequential | 23 | 460 | 16.5 |
| clock buffer | 3 | 41.3 | 1.48 |
| timing repair buffer | 22 | 220 | 7.88 |
power by group:
group,total [mW],internal (mW),switching (mW)
Combinational,0.0656,0.0388,0.0267
Clock,0.180,0.0895,0.0903
Sequential,0.305,0.305,0.0000000303
synth_stat cells (all sizes together), types with 3 or more instances:
library cell	count	area share (%)
clkbuf	6	0.87
a21oi	12	2.3
a31oi	5	1.2
o21ai	12	2.3
buf	24	6.9
nand2	16	2.4
xnor2	30	10
nor4	5	1.4
inv	30	4.3
nand4	11	2.7
o32ai	3	1.0
o2111ai	3	1.0
a211oi	5	1.8
nor3	7	1.4
dfxtp	23	18
o21a	3	0.87
ha	50	24
nor2b	3	0.72
nor2	18	2.6
nand3	13	2.5
Power figures rest on the tool's default switching activity, not on a simulated workload.
