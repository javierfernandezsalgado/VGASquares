==> design.v <==
`timescale 1ns / 1ps
module vga(
    input CLK,  
    output HS, VS,
    output [9:0] x,
    output reg [9:0] y,
    output blank
    );
reg a ;
reg [9:0] xc;
assign blank = ((xc < 160) | (xc > 800) | (y > 479));
assign HS = ~ ((xc > 16) & (xc < 112));
assign VS = ~ ((y > 491) & (y < 494));
assign x = ((xc < 160)?0:(xc - 160));
always @(posedge CLK)
begin
  if (xc == 800)
  begin
    xc <= 0;
    y <= y + 1;
  end
  else begin
    xc <= xc + 1;
  end
  if (y == 524)
  begin
    y <= 0; 
  end
end
endmodule
==> run.sh <==
#!/bin/bash
# OpenROAD 26Q1-2900-gdf79404cd8, Yosys 0.63+post, stock flow scripts
make -C /OpenROAD-flow-scripts/flow DESIGN_CONFIG=/design/flow/config.mk WORK_HOME=/design/flow/orfs finish
==> config.mk <==
export PLATFORM = sky130hd
export DESIGN_NAME = vga
export DESIGN_NICKNAME = vga
export VERILOG_FILES = /design/flow/design.v
export SDC_FILE = /design/flow/constraint.sdc
export NUM_CORES = 4
export LEC_CHECK = 1
export CORE_AREA = 10 10 93 93
export DIE_AREA = 0 0 103 103
==> constraint.sdc <==
current_design vga

set clk_period 3.1
set clk_io_pct 0.2

create_clock -name clk0 -period $clk_period [get_ports {CLK}]

set non_clock_inputs [all_inputs -no_clocks]
set_input_delay [expr $clk_period * $clk_io_pct] -clock clk0 $non_clock_inputs
set_output_delay [expr $clk_period * $clk_io_pct] -clock clk0 [all_outputs]
==> Changelog: implementation <==
### Implementation results

* Outcome: completed
* Final slew viol count at 0
* Setup violators final at 0
* ANT cells at 0
* Chip area in the Yosys report at 1140 µm²
* CP max stage delay at 0.53 ns
* H-Tree Depth at 1
* Period minus WS final at 2.71 ns
* Largest net degree at the start of global routing at 14
* Flops out of synthesis at 20
* Reg-to-reg slack, setup at 1.33 ns
* Yosys cell count at 131
* Clk slew on worst S/H paths at 0.08 ns
* Crit Path Max Fanout at 9
* Place WS at 0.647 ns
* Hold-critical path depth at 1
* Tool warning count at 28
* Crit path max-delay cell type: dfxtp_1
* Routed wire length at 2730 µm
* Clk root buf: clkbuf_8
* RR Endpoint: y[4]
* Placer Congestion at 0.873
* CP Buf/Inv Count at 1
* Critical Path RT at 2.48 ns
* Setup TNS at 0 ns
* First-pass GRT wire length at 4390 µm
* DRT met1 WL at 1240 µm
* Layout Skew at 0.00387 ns
* WL met2 at 1290 µm
* Max VDD drop at 0.113 mV
* Vias per cell at 4.03
* Worst min path class: flop to flop
* Row cnt at 30
* Hold Path Sink: xc[0]
* WL per Instance at 11.8 µm
* TritonRoute pass-1 iters at 4
* Synth area leader: dfxtp_1
* RSZ-0062 raised after global routing: no
* Residual DRC at 0
* CP top delay family: simple AND/OR/NAND/NOR gates
* Critical path type: flop to output port
* CP Capture Type: output port
* Die width at 103 µm
* Worst skew pair latency at 0.26 ns
* Met3 wire len at 158 µm
* Syn avg cell area at 8.74 µm²
* Vias at 932
* Total CTS buffers at 3
* Commonest flop: dfxtp_1
* Main area contributors: dfxtp_1 35%, xnor2_1 8.4%, ha_1 6.6%
* CTS tree: done
* Cts repair resizes at 0
* Post-route setup slack at 0.390 ns
* Max Used Layer: met4
* HPWL after DPL at 2100 µm
* Post-route ant nets at 0
* Initial DRC Count at 83
* Max-area cell share at 35.0%
* Leakage at 0.486 nW
* GRT Total Usage at 5.02%
* Share of cells above drive strength 1 at 5.96%
* Final Util at 21.8%
* Max-cap violations at 0
* Achievable clock frequency at 0.369 GHz
* Ys Warns at 1
* Die Ht at 103 µm
* PD cells at 311 nW/µm²
* Port bufs at 23
* Clock buffer depth at 2
* FF-to-FF path depth at 6
* Worst slew pin tran at 0.529 ns
* Slew HR at 64.3%
* Vias in the first global route at 901
* Initial Utilization at 16.9%
* Synth Instances at 131
* Final hold vios at 0
* Data arrival, critical path at 2.09 ns
* Most common cell in the netlist: dfxtp_1
* Initial antenna violation count at 0
* Post-CTS setup buffer count at 0
* Synth cell types at 32
* Cycle use final at 87.4%
* EDFF count, synth at 0
* Synth top cells by count: 20 x dfxtp_1, 16 x nor2_1, 11 x nand2_1, 11 x xnor2_1, 8 x inv_1
* Register share after synthesis at 35.0%
* P&R area growth vs syn at 28.5%
* Hold Crit Start: xc[0]
* Synth Cell Area at 1140 µm²
* Clock sinks at 20
* RR Startpoint: xc[0]
* Hold buffers post-CTS at 0
* CP cell instances: o21ai_0 -> and2_1 -> nor3_1 -> clkdlybuf4s50_1
* Num ports at 24
* GRT overflow at 0
* Async SR Flop Fraction at 0%
* Critical path startpoint category: flop
* Chip footprint at 10600 µm²
* Core Box Area at 6760 µm²
-- routing by layer --
metal	global-route usage (%)	vias to the layer above
li1	-	483
met1	6.59	431
met2	7.95	14
met3	1.35	4
met4	1.39	0
met5	0	-
-- per-stage QoR --
step                      total power [mW]  hold WS [ns]  instance area [µm²]  cells
after floorplan                      0.263         0.437                 1140    131
after global placement               0.263         0.464                 1420    227
after detailed placement             0.263         0.471                 1420    227
after CTS                            0.464         0.489                 1470    231
after global routing                 0.470         0.542                 1470    231
final                                0.457         0.490                 1470    231
-- cell type report --
class / instances / area (µm²)
clock buffer: 4 / 55.1
fill: 735 / 5290
inverter: 8 / 30.0
multi-input combinational: 96 / 656
sequential: 20 / 400
tap: 80 / 100
timing repair buffer: 23 / 230
-- worst max-delay path by stage --
stage	from	cells after the start	slack [ns]	to
after CTS	xc[7]	4	0.36	x[7]
after global routing	xc[7]	4	0.18	x[7]
final	xc[7]	4	0.39	x[7]
-- flip-flops by register name, indices dropped and copies added (netlist names) --
register / flops
xc: 10
y: 10
-- layout by cell type (no fill, tap or decap) --
cell | synthesis | layout
clkdlybuf4s50_1 | 0 | 23
nor3b_2 | 1 | 1
o21ai_0 | 5 | 5
xnor2_1 | 11 | 11
nand4_2 | 1 | 1
mux2i_1 | 2 | 2
clkbuf_8 | 0 | 4
nand2_1 | 11 | 11
nor4_1 | 1 | 1
nand4_1 | 6 | 6
xor2_1 | 3 | 3
dfxtp_1 | 20 | 20
o311ai_0 | 1 | 1
and4_1 | 1 | 1
nand3_1 | 4 | 4
o211ai_1 | 3 | 3
and2_1 | 4 | 4
nand4bb_1 | 1 | 1
nor4b_1 | 1 | 1
ha_1 | 6 | 6
a21oi_1 | 1 | 1
nor3_1 | 5 | 5
o31ai_1 | 1 | 1
and3_1 | 4 | 4
mux2_4 | 1 | 1
nor2b_1 | 4 | 4
nor4b_4 | 1 | 1
nor2_1 | 16 | 16
inv_1 | 8 | 8
and4_4 | 1 | 1
-- logic make-up (layout without fill, tap and decap cells) --
| group | Yosys count | after routing | share of synthesized area, % |
|---|---|---|---|
| AND-OR/OR-AND | 11 | 11 | 6.01 |
| flip-flops | 20 | 20 | 35.0 |
| XOR/XNOR | 14 | 14 | 10.7 |
| AND/OR/NAND/NOR | 62 | 62 | 30.9 |
| buffers and inverters | 15 | 35 | 7.76 |
| adder cells (fa/ha/maj) | 6 | 6 | 6.56 |
| multiplexers | 3 | 3 | 3.06 |
-- power breakdown --
part | internal, mW | total [mW] | leakage, nW | switching, mW
logic | 0 | 0.000000296 | 0.296 | 0
clock network | 0.113 | 0.201 | 0.0288 | 0.0877
registers | 0.257 | 0.257 | 0.161 | 0
total | 0.370 | 0.457 | 0.486 | 0.0877
-- worst register-to-register path, stage by stage, from the launching register on --
cell,delay (ns)
dfxtp_1,0.35
inv_1,0.09
ha_1,0.14
nor3b_2,0.26
and4_4,0.38
nand4_2,0.13
mux2_4,0.31
Power figures rest on the tool's default switching activity, not on a simulated workload.
